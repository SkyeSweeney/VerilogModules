<file path="config.mk">
export PLATFORM = sky130hd
export DESIGN_NAME = uart_tx
export DESIGN_NICKNAME = uart_tx
export VERILOG_FILES = /design/flow/design.v
export SDC_FILE = /design/flow/constraint.sdc
export NUM_CORES = 4
export LEC_CHECK = 1
export CORE_UTILIZATION = 30
</file>
<file path="constraint.sdc">
current_design uart_tx

set clk_period 3.1
set clk_io_pct 0.2

create_clock -name clk0 -period $clk_period [get_ports {clk}]

set non_clock_inputs [all_inputs -no_clocks]
set_input_delay [expr $clk_period * $clk_io_pct] -clock clk0 $non_clock_inputs
set_output_delay [expr $clk_period * $clk_io_pct] -clock clk0 [all_outputs]
</file>
<file path="design.v">
module uart_tx 
  #(parameter BAUD  = 115_200,
    parameter CLOCK = 50_000_000)
  (
   input            clk,         
   input            rst,         
   input            wrEn,        
   input [7:0]      din,         
   output reg       busy,        
   output reg       txPin,       
   output reg [7:0] debug
   );
  parameter CLKS_PER_BIT = (CLOCK/BAUD);
  parameter WIDTH = $clog2(CLKS_PER_BIT);   
  parameter s_IDLE         = 3'b000;
  parameter s_TX_START_BIT = 3'b001;
  parameter s_TX_DATA_BITS = 3'b010;
  parameter s_TX_STOP_BIT  = 3'b011;
  parameter s_CLEANUP      = 3'b100;
  reg [2:0]          r_SM_Main     = 0;
  reg [WIDTH-1:0]    r_Clock_Count = 0;
  reg [2:0]          r_Bit_Index   = 0;
  reg [7:0]          r_Tx_Data     = 0;
  reg                txBusy;
  always @(posedge clk)
    begin
      busy <= txBusy;
      if (rst)
      begin
        r_SM_Main <= s_IDLE;
      end
      case (r_SM_Main)
        s_IDLE :
          begin
            txPin         <= 1'b1;     
            r_Clock_Count <= 0;        
            r_Bit_Index   <= 0;        
            txBusy        <= 1'b0;     
            if (wrEn == 1'b1)
              begin
                txBusy    <= 1'b1;             
                r_Tx_Data <= din;             
                r_SM_Main <= s_TX_START_BIT;   
              end
            else
              r_SM_Main <= s_IDLE;
          end  
        s_TX_START_BIT :
          begin
            txPin <= 1'b0;   
            if (r_Clock_Count < CLKS_PER_BIT-1)
              begin
                r_Clock_Count <= r_Clock_Count + 1'h1;
                r_SM_Main     <= s_TX_START_BIT;
              end
            else
              begin
                r_Clock_Count <= 0;
                r_SM_Main     <= s_TX_DATA_BITS;
              end
          end  
        s_TX_DATA_BITS :
          begin
            txPin <= r_Tx_Data[r_Bit_Index];   
            if (r_Clock_Count < CLKS_PER_BIT-1)
              begin
                r_Clock_Count <= r_Clock_Count + 1'h1;
                r_SM_Main     <= s_TX_DATA_BITS;
              end
            else
              begin
                r_Clock_Count <= 0;
                if (r_Bit_Index < 7)
                  begin
                    r_Bit_Index <= r_Bit_Index + 1'h1;
                    r_SM_Main   <= s_TX_DATA_BITS;
                  end
                else
                  begin
                    r_Bit_Index <= 0;
                    r_SM_Main   <= s_TX_STOP_BIT;
                  end
              end
          end  
        s_TX_STOP_BIT :
          begin
            txPin <= 1'b1;
            if (r_Clock_Count < CLKS_PER_BIT-1)
              begin
                r_Clock_Count <= r_Clock_Count + 1'h1;
                r_SM_Main     <= s_TX_STOP_BIT;
              end
            else
              begin
                r_Clock_Count <= 0;
                r_SM_Main     <= s_CLEANUP;
              end
          end  
        s_CLEANUP :
          begin
            r_SM_Main <= s_IDLE;
          end
        default :
          r_SM_Main <= s_IDLE;
      endcase
    end
    always @* 
    begin
      debug     = 8'hff;
    end  
endmodule
</file>
<file path="run.sh">
#!/bin/bash
# OpenROAD 26Q1-2900-gdf79404cd8, Yosys 0.63+post, stock flow scripts
make -C /OpenROAD-flow-scripts/flow DESIGN_CONFIG=/design/flow/config.mk WORK_HOME=/design/flow/orfs finish
</file>
==> flow_metrics.py <==
# Generated from Yosys and OpenROAD reports
metrics = {
    "route": {
        "drc_errors": 0,
        "diodes": 0,
        "first_pass_iters": 4,
        "wl_um": 1568,
        "vias": 683,
        "drt_iter0_drc": 10,
        "ant_nets": 0,
        "vias_per_cell": 4.350,
        "wl_per_cell_um": 9.987,
    },
    "cts": {
        "clk_pin_slew_worst_paths_ps": 80,
        "h-tree-depth": 1,
        "root_buffer": "clkbuf_8",
        "clock_path_buffers": 2,
        "numCtsBuffers": 3,
        "clkLatencyLatePin_ps": 260,
        "post_cts_resized": 0,
        "cts_hold_buf": 0,
        "cts_sinks": 26,
        "cts_tree": "done",
        "post_cts_buffers": 0,
    },
    "logic_synthesis": {
        "async_flop_share_pct": 0,
        "synth_warnings": 1,
        "yosys_cells": 97,
        "netlist_area_sq_mm": 0.001205,
        "top_cell": "edfxtp_1",
        "synth.top_cell.area_share_pct": 54.83,
        "edf_count": 22,
        "synth_seq_share_pct": 61.47,
        "ys_ff": 26,
        "ys_types": 30,
        "synthCells": 97,
        "topCellsByArea": "edfxtp_1 55%, dfxtp_1 6.6%, buf_4 5.0%",
        "ys_area_sq_mm": 0.001205,
        "syn_avg_cell_area_sq_um": 12.42,
        "common_cells": "22 x edfxtp_1, 15 x nor2_1, 8 x buf_4",
        "yosys.area.top_type": "edfxtp_1",
        "synthFlopType": "edfxtp_1",
    },
    "floorplan": {
        "die.size.y_um": 65.38,
        "die-area_sq_mm": 0.004274,
        "die_width_um": 65.38,
        "initial_core_util_pct": 32.19,
        "core_area_sq_mm": 0.003744,
        "std_cell_rows": 22,
        "ioPinCount": 21,
    },
    "layout": {
        "seq_area_sq_um": 740.7,
        "instances_no_fill": 157,
        "synthToLayoutAreaGrowth_pct": 14.64,
        "drive_above_1_share_pct": 7.339,
        "logic_area_sq_um": 400.4,
        "nFillCells": 380,
    },
    "timing": {
        "drv_slew": 0,
        "fin_crit_sh_pct": 54.91,
        "min_period_ps": 1702,
        "rsz0062_at_grt": "no",
        "hold_viol_final": 0,
        "setup_viol": 0,
        "fmax_ghz": 0.5874,
        "tns_ps": 0,
        "worst_clock_skew_ps": 3.021,
    },
    "pwr": {
        "p_leak_nw": 0.5155,
        "swShare_pct": 16.32,
        "pwr-share-comb_pct": 1.9,
        "power.share.clock_pct": 35.1,
        "peakVddDrop_v": 0.0002943,
        "internal-power_w": 0.0004978,
        "p_seq_share_pct": 63.0,
        "cellPowerDensity_mw_per_mm2": 430.7,
        "switchingPower_w": 0.00009705,
    },
    "min_path": {
        "hold_end": "busy",
        "hold_path_class": "flop to flop",
        "hold_depth": 0,
        "min_from": "txBusy",
    },
    "grt": {
        "track_usage_pct": 8.547,
        "grt_first_pass_wirelength_um": 2697,
        "grt-busiest-layer": "met1",
        "grt.overflow.total": 0,
        "use_met1_pct": 14.27,
        "grt_pass1_vias": 630,
        "grt_use_met3_pct": 2.113,
        "antenna_found_initial": 0,
        "grt_max_degree": 15,
        "gr-usage-met2_pct": 12.37,
    },
    "worst_setup_path": {
        "startpoint": "r_Bit_Index[1]",
        "cp-end-kind": "flop",
        "start_kind": "flop",
        "worstSetupPathType": "flop to flop",
        "r2r_setup_slack_ps": 1400,
        "cp_max_fo": 4,
        "r2r-end": "txPin",
        "required_ps": 3110,
        "rr_worst_depth": 4,
        "r2r_start": "r_Bit_Index[1]",
        "arrival_ps": 1710,
    },
    "place": {
        "gp_congestion": 0.8083,
        "portBuffers": 11,
        "dpl.cell_count": 153,
        "dpl.hpwl_um": 1160,
    },
    "outcome": {
        "outcome": "finished clean",
    },
    "run": {
        "cap_violations": 0,
        "tool_warnings": 26,
    },
}
worst max-delay path by stage:
stage,to,cells after the start
after CTS,r_Clock_Count[7],4
after global routing,r_Clock_Count[4],4
final,txPin,4
power by group through the flow:
stage	Clock, W	Combinational (W)	Sequential, W
CTS	0.000219	0.0000115	0.000375
finish	0.000209	0.0000113	0.000375
global route	0.000232	0.0000125	0.000375
cell usage in the layout (no fill, tap or decap), drive strengths merged, types with 2 or more instances in the layout:
cell type and count:
a211oi 2, a21oi 2, and3 2, clkbuf 4, clkdlybuf4s50 11, conb 8, dfxtp 4, edfxtp 22
ha 2, inv 4, mux4 2, nand2 3, nand3 5, nand4 2, nor2 15, nor2b 2
nor3 2, xnor2 5, xor2 2
cell type report:
| cell class | count | area share, % |
|---|---|---|
| sequential | 26 | 53.62 |
| multi-input combinational | 64 | 28.99 |
| timing repair buffer | 11 | 7.971 |
| tap | 48 | 4.348 |
| clock buffer | 4 | 3.986 |
| inverter | 4 | 1.087 |
registers in the layout, indices dropped and copies added, names as in the netlist:
signal and cells:
r_Clock_Count 9, r_Bit_Index 3, r_SM_Main 3, busy 1, txBusy 1, r_Tx_Data 8
txPin 1
layer usage:
layer / routed length [um] / share of wire [%]
met5: 0 / 0
met4: 9 / 0.57
met3: 77 / 4.9
met2: 670 / 43
met1: 810 / 52
critical path, cell delays in order (launching register included):
cell      delay, ps
edfxtp_1        450
mux4_2          510
nor2b_1         140
a211oi_1        240
a211oi_1        110
cell families (layout without fill, tap and decap cells):
kind of cell | count (synthesis) | after routing | share of synthesized area [%]
and+or+nand+nor | 37 | 37 | 15.37
DFF | 26 | 26 | 61.47
buffers and inverters | 14 | 19 | 7.476
AOI/OAI and AO/OA | 7 | 7 | 3.634
xor gates and xnor gates | 7 | 7 | 5.088
muxes | 3 | 3 | 4.569
adders and majority gates | 2 | 2 | 2.077
other | 1 | 8 | 0.3112
stage by stage:
step / util, % / hold WS (ps) / worst slack (ps) / cell area [sq um] / power (W)
after global routing: 36.90 / 386.5 / 1252 / 1381 / 0.0006198
after CTS: 36.90 / 362.0 / 1369 / 1381 / 0.0006054
after floorplan: - / 323.3 / 1520 / 1231 / 0.0003902
after detailed placement: 35.43 / 329.8 / 1269 / 1326 / 0.0003946
final: 36.90 / 358.5 / 1398 / 1381 / 0.0005949
after global placement: 35.43 / 341.9 / 1307 / 1326 / 0.0003945
Power figures rest on the tool's default switching activity, not on a simulated workload.
