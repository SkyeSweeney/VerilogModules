`config.mk`:
```
export PLATFORM = sky130hd
export DESIGN_NAME = RcPulseGen
export DESIGN_NICKNAME = RcPulseGen
export VERILOG_FILES = /design/flow/design.v
export SDC_FILE = /design/flow/constraint.sdc
export NUM_CORES = 4
export LEC_CHECK = 1
export CORE_UTILIZATION = 30
```
`constraint.sdc`:
```
current_design RcPulseGen

set clk_period 5.0
set clk_io_pct 0.2

create_clock -name clk0 -period $clk_period [get_ports {clk}]

set non_clock_inputs [all_inputs -no_clocks]
set_input_delay [expr $clk_period * $clk_io_pct] -clock clk0 $non_clock_inputs
set_output_delay [expr $clk_period * $clk_io_pct] -clock clk0 [all_outputs]
```
`design.v`:
```
module RcPulseGen #(parameter SYS_CLK=50000000) (
    input clk,
    input rst,
    input [15:0] pw,   
    output reg out
  );
  reg [5:0] M_div;      
  reg [14:0] M_usec;    
  reg [15:0] val;
  always @(posedge clk) 
  begin
    M_div <= M_div + 1;
    if (M_div >= 50)
    begin
      M_div <= 0;
      M_usec <= M_usec + 1;
      if (M_usec > 20000)
        begin
          M_usec <= 0;
        end 
      if (pw < 1000)
        begin
          val <= 1000;
        end
      else if (pw > 2000)
        begin
          val <= 2000;
        end
      else
        begin
          val <= pw;
        end
      if (M_usec < val)
        begin
          out <= 1;
        end
      else
        begin
          out <= 0;
        end
    end
    if (rst == 1'b1) 
      begin
        M_div <= 0;
        M_usec <= 0;
      end 
  end
endmodule
```
`run.sh`:
```
#!/bin/bash
# OpenROAD 26Q1-2900-gdf79404cd8, Yosys 0.63+post, stock flow scripts
make -C /OpenROAD-flow-scripts/flow DESIGN_CONFIG=/design/flow/config.mk WORK_HOME=/design/flow/orfs finish
```
==> impl_metrics.env <==
# physical design summary
export IMPL_yosys_cells=223
export IMPL_post_synth_xor_area_fraction_pct=1.24
export IMPL_simple_gate_area_share_pct=21.7
export IMPL_total_leakage_power_nw=0.996
export IMPL_areaGrowthSynthToFinish_pct=18.5
export IMPL_timing_final_setup_violations=0
export IMPL_period_utilisation_layout_pct=53.6
export IMPL_cts_tree="built"
export IMPL_startpoint_type="flip-flop"
export IMPL_core_area_um2=6790
export IMPL_cp_required_ps=5230
export IMPL_cts_root_buf="clkbuf_8"
export IMPL_post_syn_area_per_cell_um2=9.48
export IMPL_cts_buffer_depth=2
export IMPL_boundaryPins=19
export IMPL_hp_class="reg -> reg"
export IMPL_grt_max_degree=21
export IMPL_drt_first_iter_violations=62
export IMPL_finalWorstPathRequiredPeriod_ps=2680
export IMPL_area_combinational_um2=1090
export IMPL_synth_async_sr_flop_share_pct=0
export IMPL_log_warnings=27
export IMPL_drt_vias_per_instance=4.72
export IMPL_grt_antenna_before_repair=0
export IMPL_top_cells_by_area="edfxtp_1, dfxtp_1, ha_1"
export IMPL_postRouteAntennaNets=0
export IMPL_clock_sink_count=38
export IMPL_worstMarginPinSlew_ps=792
export IMPL_die_h_um=85.9
export IMPL_dieWidth_um=85.9
export IMPL_grt_first_pass_wirelength_um=6490
export IMPL_num_fill_cells=658
export IMPL_dpl_cell_area_um2=2400
export IMPL_cp_data_arrival_time_ps=2910
export IMPL_hold_violations=0
export IMPL_count_of_flip_flops_with_a_built_in_enable_after_synthesis=17
export IMPL_top_logic_kind="simple AND/OR/NAND/NOR gates"
export IMPL_finalSetupTns_ps=0
export IMPL_clkSlewWorstSetupHoldPaths_ps=70
export IMPL_critPathCaptureType="flip-flop"
export IMPL_clk_latency_ps=290
export IMPL_route_detailed_wl_per_inst_um=10.8
export IMPL_cts_buffers_inserted=5
export IMPL_pwr_density_cell_nw_per_um2=246
export IMPL_cts_resized=0
export IMPL_number_of_buffers_added_for_setup_after_cts=0
export IMPL_synth_sequential_area_ratio_pct=44.0
export IMPL_yosys_mux_area_fraction_pct=0
export IMPL_path_max_fanout=20
export IMPL_synth_top_area_share_pct=24.2
export IMPL_library_cell_with_the_largest_summed_area_after_synthesis="edfxtp_1"
export IMPL_vias=1624
export IMPL_max_slew_violation_count=0
export IMPL_synth_cellmix_adderShare_pct=10.7
export IMPL_numPortBuffers=18
export IMPL_dp_hpwl_um=2740
export IMPL_netlist_cell_type_count=49
export IMPL_ys_seq_elements=38
export IMPL_category_of_the_critical_setup_timing_path="reg -> reg"
export IMPL_initial_utilization_pct=31.1
export IMPL_synth_cells_most_frequent="dfxtp_1, inv_1, nor2_1"
export IMPL_final_setup_skew_ps=7.34
export IMPL_finalWeightedCongestion=0.807
export IMPL_diodes=0
export IMPL_flop_cell="dfxtp_1"
export IMPL_final_design_area_no_fill_um2=2500
export IMPL_grt_pass1_vias=1479
export IMPL_rsz0062_at_grt="false"
export IMPL_vdd_ir_drop_worst_mv=0.0884
export IMPL_instances_no_fill=344
export IMPL_grt_util_all_layers_pct=11.0
export IMPL_cell_depth_of_the_worst_flop_to_flop_path=8
export IMPL_drt_first_pass_iters=5
export IMPL_yosys_warnings=1
export IMPL_drive_above_1_share_pct=6.05
export IMPL_fmax_mhz=373
export IMPL_maxCapViolCount=0
export IMPL_postCtsHoldBufs=0
export IMPL_gr_total_overflow=0
export IMPL_drt_wl_total_um=3730
export IMPL_synthAoiAreaFrac_pct=17.0
export IMPL_whs_path_depth=1
export IMPL_chipArea_um2=7380
export IMPL_dpl_cell_count=336
export IMPL_status="completed"
export IMPL_htree_levels=2
export IMPL_timing_max_slew_rel_slack_pct=47.0
export IMPL_yosysChipArea_um2=2110
export IMPL_area_occupied_by_registers_um2=931
export IMPL_drc_errors=0
export IMPL_syn_area_um2=2110
export IMPL_rows=30
export IMPL_synthesis_instances=223
placed cells by master (no fill, tap or decap), types with 3 or more instances in the layout:
cell             count
dfxtp_1             21
inv_1               21
nor2_1              20
ha_1                18
clkdlybuf4s50_1     18
edfxtp_1            17
nand2_1             14
o21ai_0             13
nand3_1              9
a21oi_1              9
a22o_1               9
nor2b_1              6
nand4_1              5
clkbuf_8             5
conb_1               5
nor3_1               4
and4_1               4
or3_1                4
a31oi_1              4
and2_1               3
o21a_1               3
and3_1               3
cell type report:
type	count	area share, %
flip-flops and latches	38	37.2
well taps	96	4.80
clock inverters	1	0.250
clock buffers	7	4.05
multi-input cells	163	43.4
repair buffers	18	7.19
inverters	21	3.15
flip-flops by register name, summed over array words and instances (netlist names):
| name | flops |
|---|---|
| M_usec | 15 |
| out | 1 |
| M_div | 6 |
| val | 16 |
report_power, final:
part / total [mW] / internal (mW) / switching, mW
Combinational: 0.0404 / 0.0224 / 0.0180
Clock: 0.244 / 0.135 / 0.109
Sequential: 0.331 / 0.326 / 0.00508
Total: 0.615 / 0.483 / 0.132
per-stage QoR:
step                      total power [mW]  setup WS [ps]  hold slack (ps)  util (%)
after floorplan                      0.358           2770              430         -
after global placement               0.378           2210              448      35.3
after detailed placement             0.379           2200              457      35.3
after CTS                            0.624           2290              476      36.9
after global routing                 0.644           2080              515      36.9
final                                0.615           2320              472      36.9
final timing paths:
kind / from / endpoint / slack (ps)
max reg2reg: M_div[0] / M_usec[4] / 2320
min reg2reg: M_div[5] / M_div[5] / 470
min: M_div[5] / M_div[5] / 470
max: M_div[0] / M_usec[4] / 2320
cells by family after synthesis:
family | count (synthesis)
AND/OR/NAND/NOR | 84
AND-OR/OR-AND | 53
flip-flops | 38
buffers and inverters | 26
adder cells (fa/ha/maj) | 18
XOR/XNOR | 3
other | 1
critical path: stages, from the launching register on:
cell and delay, ps:
dfxtp_1 380, inv_1 60, ha_1 180, or4_1 510, nand3_1 360, inv_1 480
nor2_1 380, a31o_1 140, a22o_1 130
per-layer routing:
metal / track usage [%] / vias to the layer above / routed length (um)
met3: 2.34 / 7 / 203
met5: 0 / - / 0
met4: 1.82 / 0 / 51
li1: - / 864 / -
met2: 15.7 / 35 / 1470
met1: 17.9 / 718 / 2000
Power figures rest on the tool's default switching activity, not on a simulated workload.
