`design/flow/constraint.sdc`:
```
current_design RcPulseDetector

set clk_period 3.7
set clk_io_pct 0.2

create_clock -name clk0 -period $clk_period [get_ports {i_clk}]

set non_clock_inputs [all_inputs -no_clocks]
set_input_delay [expr $clk_period * $clk_io_pct] -clock clk0 $non_clock_inputs
set_output_delay [expr $clk_period * $clk_io_pct] -clock clk0 [all_outputs]
```
`design/flow/config.mk`:
```
export PLATFORM = sky130hd
export DESIGN_NAME = RcPulseDetector
export DESIGN_NICKNAME = RcPulseDetector
export VERILOG_FILES = /design/flow/design.v
export SDC_FILE = /design/flow/constraint.sdc
export NUM_CORES = 4
export LEC_CHECK = 1
export CORE_UTILIZATION = 30
```
`design/flow/design.v`:
```
module RcPulseDetector(input i_signal,
                       input i_clk,
                       input i_rst,
                       output reg [15:0] o_pulseWidth);
    reg [15:0] upCnt;
    reg [15:0] dnCnt;
    reg        lastSignal;
    reg [5:0]  div;
    always@(posedge i_clk) 
      begin
        div <= div + 1;
        if (div > 50)
        begin
          div <= 0;
          if (i_signal == 1)
          begin
            upCnt <= upCnt + 1;
            dnCnt <= 0;
            if (upCnt > 2000 * 2)
            begin
              o_pulseWidth <= 16'hffff;
            end
          end
          if (i_signal == 0)
          begin
            if (lastSignal == 1)
              begin
                o_pulseWidth <= upCnt;
              end
            dnCnt <= dnCnt + 1;
            upCnt <= 0;
            if (dnCnt > 20000*2)
            begin
              o_pulseWidth <= 0;
            end
          end
          lastSignal <= i_signal;
        end  
        if (i_rst == 1)
        begin
          div          <= 0;
          lastSignal   <= 0;
          upCnt        <= 0;
          dnCnt        <= 0;
          o_pulseWidth <= 0;
        end
  end
endmodule
```
`design/flow/run.sh`:
```
#!/bin/bash
# OpenROAD 26Q1-2900-gdf79404cd8, Yosys 0.63+post, stock flow scripts
make -C /OpenROAD-flow-scripts/flow DESIGN_CONFIG=/design/flow/config.mk WORK_HOME=/design/flow/orfs finish
```
==> metrics.yaml <==
ys_seq_share_pct: 39.0
synthArstFlopShare_pct: 0
worst_slack_ns: 1.12
cts.path.max_buffers: 2
grt_pass1_wl_um: 10500
cts_resized: 0
final_cells: 460
grt_pass1_vias: 2169
final_util_pct: 34.6
clk_pin_slew_ns: 0.10
synth_flops: 55
synth_top_area_share_pct: 39.0
design_area_um2: 3180
grt_usage_pct: 13.0
num_rows: 35
pre_cts_ws_ns: 1.01
die_h_um: 99
yosysWarningCount: 1
synth-edff-count: 0
cts.htree.levels: 2
slew_violations: 0
clock_skew_ns: 0.00798
critPathArrivalTime_ns: 2.77
cts_hold_buf: 0
maxCapViolations: 0
antenna_found_initial: 0
rsz0062_at_grt: "false"
routed_wl_um: 5940
path_max_fanout: 16
tightest_slew_ns: 0.759
syn2layout_area_growth_pct: 12.8
worst_setup_path_start_kind: "register"
cts_tree: "built"
holdWs_ns: 0.470
synth_top_flop_cell: "dfxtp_1"
dp_cells: 452
fillerInstances: 932
vdd_ir_drop_max_mv: 0.163
dieWidth_um: 99
hold_viol_final: 0
synth_area_um2: 2820
relSlewSlack_pct: 49.3
crit_type: "reg2reg"
overflow: 0
fp_util_pct: 30.7
p_leak_nw: 0.971
syn_inst: 334
synth_area_leader_cell: "dfxtp_1"
yosysChipArea_um2: 2820
pin_count: 19
first_pass_iters: 4
period_used_pct: 69.8
outcome: "finished clean"
warning_count: 28
ys_cells: 334
grt_max_degree: 28
hpwlAfterDp_um: 4050
io_buffer_count: 18
chip_area_um2: 9800
cts_sinks: 55
core_um2: 9200
drt_first_iter_violations: 143
syn_avg_cell_area_um2: 8.45
tns_ns: 0
drc_errors: 0
num_vias: 2345
insertion_delay_ns: 0.31
p_per_area_nw_per_um2: 311
numCtsBuffers: 5
fin_crit_ns: 2.58
yosysUniqueCellTypes: 44
num_antenna_cells: 0
post-cts-setup-buffers: 0
cp-end-kind: "register"
drive_above_1_share_pct: 7.74
total_power_mw: 0.988
final-comb-area_um2: 1540
vias_per_cell: 5.10
topCellsByArea: "dfxtp_1, a221oi_2, a211oi_1, nor2_1, o21ai_0"
hold_path.class: "reg2reg"
cts_root_buf: "clkbuf_8"
cp.required_ns: 3.89
seqCellArea_um2: 1100
routedWlPerCell_um: 12.9
max_freq_ghz: 0.387
placed_area_um2: 3080
ant_nets: 0
setup_viol: 0
globalplace.congestion: 0.861
==> synth_stat cells, types with 2 or more instances <==
cell type / n
nor4_1: 3
xnor2_1: 9
a21oi_1: 12
ha_1: 6
dfxtp_1: 55
nor2_1: 30
inv_1: 26
a31oi_1: 6
buf_2: 2
or3_1: 6
a221oi_2: 10
buf_6: 2
o2111ai_1: 4
nand3_1: 12
clkbuf_1: 7
nand2b_1: 13
a221oi_1: 6
and3_1: 4
nor2b_1: 2
and2_1: 6
nor3_1: 12
xor2_1: 5
mux2i_1: 4
o21ai_0: 22
nand4_1: 7
a211oi_1: 16
buf_4: 3
nand2_1: 28
==> where the power goes <==
group          internal [mW]  leakage [nW]  switching (mW)
combinational        0.00698         0.476          0.0206
sequential             0.594         0.443         0.00243
clock                  0.171        0.0515           0.193
total                  0.773         0.971           0.216
==> state kept, by name, summed over array words and instances (netlist names) <==
signal,cells
o_pulseWidth,16
dnCnt,16
upCnt,16
lastSignal,1
div,6
==> placed cells by master (no fill, tap or decap), drive strengths merged, types with 2 or more instances in the layout <==
master | synthesis | routed
a211oi | 17 | 17
a21oi | 13 | 13
a221oi | 16 | 16
a31oi | 6 | 6
and2 | 6 | 6
and3 | 4 | 4
buf | 7 | 3
clkbuf | 7 | 8
clkdlybuf4s50 | 0 | 18
dfxtp | 55 | 55
ha | 6 | 6
inv | 26 | 26
mux2i | 4 | 4
nand2 | 28 | 28
nand2b | 13 | 13
nand3 | 12 | 12
nand4 | 7 | 7
nor2 | 31 | 31
nor2b | 2 | 2
nor3 | 13 | 13
nor4 | 4 | 4
o2111ai | 4 | 4
o21ai | 23 | 23
or3 | 6 | 6
xnor2 | 9 | 9
xor2 | 5 | 5
==> area by class of cell <==
cell class,instances,share of cell area (%)
clock buffer,8,3.14
inverter,27,3.18
multi-input combinational,238,48.3
sequential,55,34.6
tap,111,4.36
timing repair buffer,21,6.37
==> cell families (layout without fill, tap and decap cells) <==
kind of cell | count (synthesis) | after routing | share of synthesized area (%)
xor gates and xnor gates | 14 | 14 | 4.34
muxes | 4 | 4 | 1.42
adders and majority gates | 6 | 6 | 2.66
and+or+nand+nor | 132 | 132 | 24.0
buffers and inverters | 41 | 56 | 6.47
DFF | 55 | 55 | 39.0
AOI/OAI and AO/OA | 82 | 82 | 22.1
==> path summary, 6_finish.rpt <==
check	cells after the start	startpoint	slack, ns	endpoint
worst max-delay path	7	div[0]$_SDFF_PP0_	1.12	o_pulseWidth[4]$_SDFFE_PP0P_
worst min-delay path	1	div[0]$_SDFF_PP0_	0.47	div[0]$_SDFF_PP0_
worst max register to register	7	div[0]$_SDFF_PP0_	1.12	o_pulseWidth[4]$_SDFFE_PP0P_
worst min register to register	1	div[0]$_SDFF_PP0_	0.47	div[0]$_SDFF_PP0_
==> worst max-delay path: stages, from the launching register on <==
cell	delay (ns)
dfxtp_1	0.37
inv_1	0.05
ha_1	0.18
nor2b_1	0.48
o21a_1	0.34
nand2_1	0.50
a221oi_1	0.45
a211oi_1	0.08
==> metal layers <==
layer / part of all wire [%] / routed length (µm) / track usage [%]
met1: 52 / 3110 / 21.6
met5: 0 / 0 / 0
met4: 1.1 / 67 / 1.26
met3: 3.1 / 187 / 1.73
met2: 43 / 2580 / 18.9
No activity file was given, so power comes from the tool's default toggle rates.
